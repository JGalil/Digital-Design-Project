===== constraint.sdc =====
current_design data_mem

set clk_period 21.8
set clk_io_pct 0.2

create_clock -name clk0 -period $clk_period [get_ports {clk}]

set non_clock_inputs [all_inputs -no_clocks]
set_input_delay [expr $clk_period * $clk_io_pct] -clock clk0 $non_clock_inputs
set_output_delay [expr $clk_period * $clk_io_pct] -clock clk0 [all_outputs]

===== run.sh =====
#!/bin/bash
# OpenROAD 26Q1-2900-gdf79404cd8, Yosys 0.63+post, stock flow scripts
make -C /OpenROAD-flow-scripts/flow DESIGN_CONFIG=/design/flow/config.mk WORK_HOME=/design/flow/orfs finish

===== design.v =====
module data_mem #(parameter AW=8)(
  input              clk,                 
  input    [AW-1:0]  DataAddress,		  
  input              ReadMem,			  
  input              WriteMem,			  
  input       [7:0]  DataIn,			  
  output logic[7:0] DataOut);			  
  logic [7:0] mem_core [2**AW]; 		  
  always_comb							  
      DataOut = mem_core[DataAddress];
  always_ff @ (posedge clk)	              
    if(WriteMem) begin
      mem_core[DataAddress] <= DataIn;
    end
endmodule

===== config.mk =====
export PLATFORM = sky130hd
export DESIGN_NAME = data_mem
export DESIGN_NICKNAME = data_mem
export VERILOG_FILES = /design/flow/design.v
export SDC_FILE = /design/flow/constraint.sdc
export NUM_CORES = 4
export LEC_CHECK = 1
export CORE_UTILIZATION = 30

==> GITHUB_STEP_SUMMARY <==
## PnR job results

| Metric | Value |
|---|---|
| Status | `finished, final reports clean` |
| Synth Register Bits | `2048` |
| Count of different cell masters after synthesis | `21` |
| Max_cap viols | `0` |
| Pin count of the biggest net entering global routing | `94` |
| Cell type with the largest total area | `edfxtp_1` |
| First-pass GRT wire length | `roughly 270000 µm` |
| Vertical die size | `513 µm` |
| Total track usage | `15.2%` |
| Routed len/inst | `between 20 and 30 µm` |
| Die X | `513 µm` |
| Yosys Instances | `3539` |
| Final period utilization | `between 60 and 70%` |
| Die Area | `approximately 0.26 mm²` |
| CTS H-Tree Depth | `4` |
| Post-CTS Hold Fix Bufs | `0` |
| Peak Freq | `around 67 MHz` |
| Area of placed instances | `approximately 0.083 mm²` |
| Worst VDD drop | `0.0856 mV` |
| Top flop regs | `mem_core: 2048 flops` |
| Layout Cell Area excl Fill | `0.0892 mm²` |
| Post-DP HPWL | `110000 µm` |
| Initial antenna violation count | `9` |
| Hold depth | `1` |
| CTS tree | `built` |
| Critical Path Sink Type | `primary output` |
| Most frequent cells in the layout | `2048 x edfxtp_1, 512 x mux4_2, 256 x a22oi_1` |
| Reg with most FFs | `mem_core` |
| Hold path endpoint | `mem_core[94][5]$_DFFE_PP_` |
| Synth area leaders | `edfxtp_1 79%, mux4_2 15%, a22oi_1 2.5%` |
| CP arrival | `roughly 10000 ps` |
| Clock root buffer | `clkbuf_16` |
| Clock transition at path regs | `about 60 ps` |
| RSZ-0062 raised after global routing | `false` |
| Power density over the cells | `roughly 90 mW/mm²` |
| Layout cells sized above 1 | `approximately a quarter` |
| Dominant logic cell type in the layout | `edfxtp_1` |
| Slew Limit Fails | `0` |
| First-pass DRT Iterations | `5` |
| Post-CTS setup buffer count | `0` |
| Gpl congestion | `around 0.87` |
| Post-cts resize count | `0` |
| Final WL | `roughly 180000 µm` |
| Setup crit start | `DataAddress[0]` |
| Post-DRT Antenna Nets | `0` |
| Fill cell count | `roughly 24000` |
| Total congestion overflow | `0` |
| Total tool warning count | `27` |
| Clock Tree Buf Depth | `3` |
| Worst Hold Class | `in2reg` |
| Total CTS buffers | `between 200 and 250` |
| WP data required | `about 17000 ps` |
| Synth warnings | `1` |
| Vias per cell | `5.02` |
| Post-Syn Area | `between 0.07 and 0.08 mm²` |
| Proportion of synthesized chip area in sequential cells | `between 70% and 80%` |
| Init Core Util | `around 30%` |
| Avg Cell Area, Syn | `between 20 and 25 µm²` |
| WL met2 | `89800 µm` |
| Slew Limit Headroom | `between 20% and 30%` |
| # DRC | `0` |
| Synthesis-to-layout area growth | `13.9%` |
| Final setup fails | `0` |
| I/O pin total | `27` |
| Highest routed layer | `met5` |
| Largest type area fraction | `roughly 79%` |
| Yosys Chip Area | `0.0783 mm²` |
| Final Hold Viols | `0` |
| Post-synthesis cell count | `3539` |
| Min-delay src | `DataIn[5]` |
| Core area | `approximately 0.26 mm²` |
| Row count | `between 150 and 200` |
| Final setup TNS | `0 ps` |
| IO buf count | `25` |
| Pleak | `26.4 nW` |
| Vias | `about 37000` |
| Largest register FFs | `2048` |
| Final min period | `14850 ps` |
| CP Class | `in2out` |
| Clk sink count | `approximately 2000` |
| Startpoint types | `input pin` |
| Met3 Wirelength | `about 29000 µm` |
| DRT iter0 DRCs | `~2400` |
| Met1 WL | `a little over 60000 µm` |
| Logic area | `about 0.016 mm²` |
| Storage cell area | `0.0615 mm²` |
| Slew @ Worst Pin | `about 1100 ps` |
| Vias in the first global route | `about 41000` |
| CP max FO | `~40` |
==> synth_stat cells <==
cell,count
edfxtp_1,2048
mux4_2,512
a22oi_1,256
nor2_1,232
clkbuf_1,145
a21oi_1,128
buf_2,36
o41ai_1,32
nor3_1,30
nand2_1,28
buf_1,19
buf_4,16
buf_6,16
nand3_1,13
nand4_1,8
nor2b_1,7
nand2b_1,6
and2_1,3
or2_2,2
inv_1,1
or3_1,1
==> worst max-delay path by stage <==
stage | end | cells after the start
CTS | DataOut[5] | 11
global route | DataOut[5] | 11
finish | DataOut[5] | 11
==> power breakdown <==
group          switching, mW  total [mW]  leakage, nW  internal [mW]
registers            0.00167        4.34         18.4           4.34
clock network           1.45        3.22         2.96           1.77
logic                  0.235       0.359         5.08          0.124
total                   1.69        7.92         26.4           6.23
==> routing by layer <==
layer	vias up	track usage, %
met5	-	0.292
met2	1960	23.4
li1	15395	-
met3	297	11.2
met1	18846	16.9
met4	14	3.53
==> metrics by stage <==
step                power, mW  setup WS, ps  util (%)  hold WS [ps]  instances
finish                   7.92          6950      34.3          3920       7269
global placement         4.79          6900      32.0          4790       6895
floorplan                4.62         11340         -          4460       3539
CTS                      7.99          6860      34.3          3890       7260
global route             8.16          6580      34.3          3920       7264
detailed placement       4.79          6860      32.0          4800       6895
==> critical path, stage by stage <==
cell             delay [ps]
buf_8                   370
buf_4                   650
buf_4                   630
buf_4                   520
buf_4                   570
mux4_2                  570
a22oi_1                 300
a21oi_1                 210
o41ai_1                 870
nand4_1                 650
clkdlybuf4s50_1         600
==> final cells by class <==
| type | instances | share of cell area (%) |
|---|---|---|
| Clock inverter | 97 | 0.878 |
| Multi-Input combinational cell | 1258 | 17.7 |
| Inverter | 1 | 0.00421 |
| Tap cell | 3402 | 4.77 |
| Antenna cell | 9 | 0.0252 |
| Sequential cell | 2048 | 68.9 |
| Timing Repair Buffer | 186 | 1.69 |
| Clock buffer | 268 | 5.99 |
==> cell families after synthesis <==
logic type             after synthesis  share of synthesized area (%)
flip-flops                        2048                           78.5
multiplexers                       512                           14.7
AND-OR/OR-AND                      416                           3.63
AND/OR/NAND/NOR                    330                           1.74
buffers and inverters              233                           1.40
Power is estimated from default activity; no workload was simulated.
