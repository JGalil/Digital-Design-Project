==> run.sh <==
#!/bin/bash
# OpenROAD 26Q1-2900-gdf79404cd8, Yosys 0.63+post, stock flow scripts
make -C /OpenROAD-flow-scripts/flow DESIGN_CONFIG=/design/flow/config.mk WORK_HOME=/design/flow/orfs finish
==> config.mk <==
export PLATFORM = sky130hd
export DESIGN_NAME = dat_mem
export DESIGN_NICKNAME = dat_mem
export VERILOG_FILES = /design/flow/design.v
export SDC_FILE = /design/flow/constraint.sdc
export NUM_CORES = 4
export LEC_CHECK = 1
export CORE_UTILIZATION = 50
==> design.v <==
module dat_mem (
  input[7:0] dat_in,
  input      clk,
  input      wr_en,	           
  input[7:0] addr,		       
  input		reset, start,
  output logic[7:0] dat_out);
  logic[7:0] core[256];        
  assign dat_out = core[addr];
 always_ff @(posedge clk) begin
    if(reset) begin
	integer i;
    	for (i = 0; i < 256; i = i + 1) begin
     		core[i] = 8'b0;  
    	end
    end
    else begin
   	 if (wr_en) begin             
     	 core[addr] <= dat_in; 
   	 end
    end
  end
  always_ff @(posedge clk) begin
  end
endmodule
==> constraint.sdc <==
current_design dat_mem

set clk_period 14.2
set clk_io_pct 0.2

create_clock -name clk0 -period $clk_period [get_ports {clk}]

set non_clock_inputs [all_inputs -no_clocks]
set_input_delay [expr $clk_period * $clk_io_pct] -clock clk0 $non_clock_inputs
set_output_delay [expr $clk_period * $clk_io_pct] -clock clk0 [all_outputs]
==> qor.yml <==
final_timing:
  setup_viol: 0
  rsz0062_at_grt: "false"
  fin_tns_setup_ps: 0
  timing.fmax_ghz: 0.0937
  worst-slew-pin-transition_ps: 1110
  final.period_utilization_pct: 75.2
  hold_viol: 0
  finalMaxSlewViolations: 0
  min_period_ps: 10670
  slew_headroom_pct: 25.1
cells_and_area:
  largest_reg_flops: 2048
  logic_area_mm2: 0.0299
  top_regs: "core: 2048 flops"
  n_fill_cell: 14300
  regMostFlops: "core"
  seqCellArea_mm2: 0.0615
  area_growth_pct: 8.78
  drive_above_1_share_pct: 17.6
yosys:
  synth_top_area_share_pct: 65.0
  synth.avg_cell_area_um2: 15.1
  ys_seq_share_pct: 65.0
  ff_type: "edfxtp_1"
  synth_cells: 6266
  yosys_warnings: 1
  area_leaders: "edfxtp_1 (65%), and3_1 (12%), mux4_2 (12%)"
  synthTopCellsByCount: "edfxtp_1 (2048), and3_1 (1882), clkbuf_1 (782), mux4_2 (512), a22oi_1 (256)"
  edf_count: 2048
  synth_top_cell_by_area: "edfxtp_1"
  yosysMostFrequentCell: "edfxtp_1"
  synthArstFlopShare_pct: 0
  ys_chip_area_mm2: 0.0946
  netlist_area_mm2: 0.0946
  ys_types: 28
  ys_cells: 6266
  ys.flops: 2048
setup_path:
  startpoint: "addr[0]"
  endpoint_kind: "output pin"
  cp.arrival_ps: 7830
  cp_slowest_cell: "o41ai_1"
  crit_family: "buffers and inverters"
  crit_buf_inv: 5
  worst_path_most_repeated_cell: "buf_4"
  critical_path_class: "input pin to output pin"
  path_max_fanout: 65
  critPathLaunchType: "input pin"
  cp.depth: 10
  crit_end: "dat_out[1]"
  cp.required_ps: 11360
  crit_chain: "buf_8 > buf_4 > buf_12 > mux4_2 > a22oi_1 > a21oi_1 > o41ai_1 > buf_4 > nand4_1 > clkdlybuf4s50_1"
  cpPeakStageDelay_ps: 1010
cts:
  cts_setup_buffers: 0
  clock-sinks: 2048
  h-tree-depth: 4
  cts_tree: "built"
  cts_made_buffers: 213
  clk_pin_slew_ps: 60
  cts_resized: 0
  cts_root_buffer: "clkbuf_16"
  cts_buffer_depth: 3
  holdBufCountCts: 0
floorplan:
  die-area_mm2: 0.191
  die_y_um: 437
  die_x_um: 437
  rows: 159
  ioPinCount: 28
  fp.coreArea_mm2: 0.188
  fp_util_pct: 50.4
placed_design:
  port_buffers: 26
  gp_congestion: 0.879
  place_hpwl_um: 138000
global_routing:
  grt_usage_pct: 28.9
  grt_pass1_vias: 56700
  grt_overflow_total: 0
  grt_max_degree: 105
  antenna_found_initial: 4
  grt_pass1_wl_um: 368000
drt:
  m1WireLength_um: 90900
  routed-wl-met3_um: 27600
  vias_per_cell: 6.30
  ant_nets: 0
  met2_length_um: 122000
  dr.pass1.iters: 7
  wirelength_um: 247000
  drc: 0
  vias: 53500
  routed.top_layer: "met4"
  drt_iter0_drc: 3904
  wl_per_cell_um: 29.1
power_and_ir_drop:
  peakVddDrop_mv: 0.104
  power_leakage_nw: 41.4
  p_total_w: 0.0132
  power.density_mw_per_mm2: 128
worst_hold_path:
  holdPathStages: 2
  hold_path.class: "input pin to flop"
flow_run:
  drv_cap: 0
  warnings: 33
run_status:
  status: "completed"
[layout by cell type, fill, tap and decap left out, types with 3 or more instances in the layout]
cell,instances
o41ai_1,30
nor2_1,6
nor2b_1,6
mux4_2,512
clkinv_2,27
inv_16,4
edfxtp_1,2048
buf_12,8
nor3_1,10
clkbuf_1,57
a21o_1,233
and2_1,170
bufinv_16,9
nor2_4,17
clkinv_8,5
and3_1,1882
nand2_1,8
clkdlybuf4s50_1,15
nand4_1,9
buf_8,11
clkinvlp_4,3
inv_6,5
a22oi_1,256
clkinv_1,69
nor3_4,12
clkbuf_16,213
or2_2,24
a21oi_1,128
diode_2,6
buf_4,195
nand2b_1,7
[worst min-delay path by stage]
stage,endpoint,startpoint,slack (ps)
final,core[193][1],dat_in[1],2530
after global routing,core[242][6],dat_in[6],2520
after CTS,core[242][6],dat_in[6],2500
[through the flow]
step	utilization, %	cells	hold slack, ps	worst slack [ps]	instance area (um2)
floorplan	-	6266	3260	6710	94600
global placement	51.4	8099	3400	3370	96500
detailed placement	51.4	8099	3410	3420	96500
CTS	54.8	8493	2500	3410	103000
global route	54.8	8495	2520	2990	103000
finish	54.8	8499	2530	3530	103000
[logic make-up after synthesis]
group	Yosys count	synth area share (%)
simple gates	2164	14.3
buf+inv	891	3.69
mux	512	12.2
compound gates	651	4.87
flops	2048	65.0
[area by class of cell]
type | instances | area share, %
well taps | 2495 | 3.03
diodes | 6 | 0.0146
clock buffers | 270 | 5.38
repair buffers | 229 | 1.88
multi-input cells | 3327 | 29.0
flip-flops and latches | 2048 | 59.7
clock inverters | 124 | 0.904
[where the power goes]
group	leakage [nW]	total [W]	switching (W)	internal (W)
sequential	19.4	0.00701	0.0000708	0.00694
clock	3.15	0.00526	0.00234	0.00292
combinational	18.8	0.000955	0.000614	0.000341
[routing by layer]
metal	global-route usage (%)	vias to the layer above
met4	6.11	0
met5	0	-
met1	43.0	27000
met2	43.4	2252
met3	13.6	333
li1	-	23900
Power figures rest on the tool's default switching activity, not on a simulated workload.
