<file path="/design/flow/run.sh">
#!/bin/bash
# OpenROAD 26Q1-2900-gdf79404cd8, Yosys 0.63+post, stock flow scripts
make -C /OpenROAD-flow-scripts/flow DESIGN_CONFIG=/design/flow/config.mk WORK_HOME=/design/flow/orfs finish
</file>
<file path="/design/flow/config.mk">
export PLATFORM = sky130hd
export DESIGN_NAME = alu
export DESIGN_NICKNAME = alu
export VERILOG_FILES = /design/flow/design.v
export SDC_FILE = /design/flow/constraint.sdc
export NUM_CORES = 4
export LEC_CHECK = 1
export CORE_AREA = 10 10 94 94
export DIE_AREA = 0 0 104 104
</file>
<file path="/design/flow/constraint.sdc">
current_design alu

set clk_period 5.4
set clk_io_pct 0.2

create_clock -name clk0 -period $clk_period

set non_clock_inputs [all_inputs -no_clocks]
set_input_delay [expr $clk_period * $clk_io_pct] -clock clk0 $non_clock_inputs
set_output_delay [expr $clk_period * $clk_io_pct] -clock clk0 [all_outputs]
</file>
<file path="/design/flow/design.v">
module alu(
  input[2:0] alu_cmd,     
  input[7:0] inA, inB,	  
  input      sc_i,        
  output logic[7:0] rslt,
  output logic sc_o,      
               N,         
	       zero,      
	       V,	  
               E,	  
	       G	  
);
always_comb begin 
  rslt = 'b0;            
  sc_o = 'b0;    
  N = 'b0;
  E = 'b0;
  V = 'b0;
  G = 'b0;
  case(alu_cmd)
    3'b000: begin 
      {sc_o,rslt} = inA + inB + sc_i;
      V = ((inA[7] ^ rslt[7]) && (inB[7] ^ rslt[7]));
    end
    3'b001: begin 
      {sc_o,rslt} = {inA, sc_i};
    end
    3'b010: begin 
	  {rslt,sc_o} = {sc_i,inA};
    end
    3'b011: begin 
	  rslt = inA & inB;
    end
    3'b100: begin 
	  rslt = inA || inB;
    end
    3'b101: begin 
	  {sc_o,rslt} = inA - inB;
	  if(rslt != 8'b0000_0000) begin
		E = 'b1;
	  end
          V = (inA[7] ^ inB[7]) && (inA[7] ^ rslt[7]);
	  G = inA > inB;
    end
    3'b110: begin 
	  rslt = ~inA;
    end
  endcase
  zero = !rslt;
  N = rslt[7]; 
end
endmodule
</file>
==> impl_metrics.tcl <==
# metrics dict for downstream scripts
set metrics [dict create \
    status "complete, no violations" \
    holdBufCountCts 0 \
    powerDensity_nw_per_um2 99.9 \
    min_period_ns 5.19 \
    ys_area_sq_um 1440 \
    drive_gt1_share_pct 13.0 \
    rows 30 \
    criticalPathCategory "primary input to output port" \
    regArea_sq_um 0 \
    drtPass1Iterations 4 \
    worst-endpoint-arrival_ns 4.11 \
    synthesis.area_sq_um 1440 \
    synth_area_per_cell_sq_um 6.83 \
    synth_warnings 1 \
    antenna_left 0 \
    comb_area_sq_um 1300 \
    synth_cells 211 \
    ys_cells 211 \
    post_cts_resized 0 \
    port_buffers 34 \
    synth.distinct_cells 56 \
    rsz0062_at_grt "false" \
    chip_area_sq_um 10800 \
    io_pins 34 \
    viasPerCell 4.93 \
    die_h_um 104 \
    finalSetupViolations 0 \
    first_iter_violations 143 \
    max-cap-violations 0 \
    ys_seq_share_pct 0 \
    syn2layout_area_growth_pct 34.5 \
    wire_per_inst_um 15.0 \
    num_vias 1687 \
    design.seq.count 0 \
    wirelength_um 5120 \
    insertedDiodeCount 0 \
    worstPathRequired_ns 4.32 \
    post_dp_cell_area_sq_um 1930 \
    max_clock_freq_mhz 193 \
    worst-path-max-fanout 3 \
    initial_core_util_pct 21.1 \
    openroad.warnings 41 \
    crit_path_start_kind "primary input" \
    die_width_um 104 \
    hp-class "primary input to output port" \
    grt_util_all_layers_pct 9.23 \
    grt_overflow 0 \
    final_area_sq_um 1940 \
    worstSetupEndpointType "output port" \
    drc 0 \
    fin_crit_sh_pct 96.2 \
    ir_worst_vdd_uv 18.9 \
    dpl.hpwl_um 4270 \
    hold_path_depth 5 \
    cts_setup_buffers 0 \
    leakage_nw 0.777 \
    clock_buffers 0 \
    power_uw 194 \
    grt_pass1_wl_um 8630 \
    core_sq_um 6830 \
    grt_pass1_vias 1658 \
    tns_ns 0 \
    setup_slack_ns 0.206 \
    fill_cells 743 \
    worstMarginPinSlew_ns 0.626 \
    slew_violations 0 \
    grt_max_degree 20 \
    max-slew-margin-rel_pct 58.1 \
    timing_hold_violations_final 0 \
    place_ws_ns 0.0179 \
    antenna_found_initial 0 \
    globalplace.congestion 0.927 \
    holdWs_ns 3.19 \
]
## worst paths after layout
path	from	endpoint	slack, ns
max	sc_i	zero	0.21
min	inA[0]	rslt[0]	3.19
## cells by family after synthesis
logic type / count (synthesis) / synth area share (%)
and+or+nand+nor: 78 / 28.4
AOI/OAI and AO/OA: 73 / 35.9
buffers and inverters: 30 / 10.4
adders and majority gates: 20 / 18.9
xor gates and xnor gates: 6 / 3.65
muxes: 4 / 2.78
## worst max-delay path, stage by stage
cell and delay (ns):
clkdlybuf4s50_1 0.44, fa_1 0.41, fa_1 0.43, and3_2 0.22
nor3_1 0.25, a21o_1 0.15, nand2_1 0.05, or4_4 0.44
nor4_2 0.15, clkdlybuf4s50_1 0.50
## where the power goes
group	switching, mW	internal, mW	total [mW]
Sequential	0	0	0
Combinational	0.0991	0.0946	0.194
Clock	0	0	0
Total	0.0991	0.0946	0.194
## layout make-up
type	count	area share, %
inverter	15	2.90
timing repair buffer	50	24.0
multi-input combinational	181	66.9
tap	96	6.19
## cell usage after synthesis, drive strengths merged, types with 2 or more instances
library cell  instances  area, sq um
a21o                  2         15.0
nor2                 18         70.1
o21bai                2         15.0
xor2                  2         17.5
o2111ai               2         17.5
nor2b                 7         43.8
clkbuf                4         15.0
nand4                 4         25.0
or3                   4         25.0
nand2                17         66.3
nand2b                4         25.0
xnor2                 4         35.0
o211ai                2         20.0
or4                   2         18.8
and3                  2         13.8
buf                  11         78.8
a211oi                4         30.0
a21oi                16         87.6
and2                  3         18.8
o221ai                3         26.3
nor3                  8         40.0
mux2i                 4         40.0
a221oi                2         35.0
inv                  15         56.3
ha                   17          213
a221o                 2         20.0
o21ai                21          109
a22oi                 5         42.5
fa                    3         60.1
nor4                  6         43.8
o31a                  2         17.5
o21a                  3         22.5
## cells in the final DEF, fill, tap and decap left out, drive strengths merged, types with 5 or more instances in the layout
master,n
nor2,18
nand2,17
nor4,6
nor2b,7
buf,16
a21oi,16
nor3,8
a22oi,5
ha,17
inv,15
clkdlybuf4s50,32
o21ai,21
## through the flow
step / instances / util (%)
global route: 342 / 28.4
global placement: 342 / 28.2
floorplan: 211 / -
CTS: 342 / 28.2
finish: 342 / 28.4
detailed placement: 342 / 28.2
## routing by layer
| metal | part of all wire [%] | up-vias | routed length [um] | global-route usage, % |
|---|---|---|---|---|
| met2 | 45 | 66 | 2280 | 15.0 |
| met4 | 0.57 | 0 | 29 | 0.596 |
| met5 | 0 | - | 0 | 0 |
| met3 | 7.3 | 2 | 376 | 2.01 |
| met1 | 48 | 776 | 2430 | 12.7 |
| li1 | - | 843 | - | - |
Power figures rest on the tool's default switching activity, not on a simulated workload.
